<file path="flow/design.v">
module alu(
     input  clock,
     input wire        a_sel,
     input wire        b_sel,
     input wire        branch,
     input wire [4:0]  alu_sel,
     input wire [31:0] data_rs1,
     input wire [31:0] data_rs2,
     input wire [31:0] pc,
     input wire [31:0] imm,
     output reg [31:0] alu_result,
     output reg pc_sel
);
wire [31:0] op_a;
wire [31:0] op_b;
assign op_a = (a_sel ==1) ? pc : data_rs1; 
assign op_b = (b_sel ==1) ? imm : data_rs2; 
assign alu_result = (branch == 1'b1) && (alu_sel == 5'b01100) && (op_a == op_b) ? (pc + imm):                           
                    (branch == 1'b1) && (alu_sel == 5'b0101) && (op_a != op_b) ? (pc + imm):                           
                    (branch == 1'b1) && (alu_sel == 5'b01000) && (op_a < op_b)  ? (pc + imm):                           
                    (branch == 1'b1) && (alu_sel == 5'b01001) && (op_a >= op_b) ? (pc + imm):                           
                    (branch == 1'b1) && (alu_sel == 5'b01010) && ($signed(op_a) < $signed(op_b))  ? (pc + imm):         
                    (branch == 1'b1) && (alu_sel == 5'b01011) && ($signed(op_a) >= $signed(op_b)) ? (pc + imm):         
                    (alu_sel == 5'b00000) ? (op_a + op_b):                                                              
                    (alu_sel == 5'b00001) ? (op_a - op_b):                                                              
                    (alu_sel == 5'b00010) ? (op_a & op_b):                                                              
                    (alu_sel == 5'b00011) ? (op_a | op_b):                                                              
                    (alu_sel == 5'b00100) ? (op_a ^ op_b):                                                              
                    (alu_sel == 5'b00101) ? (op_a << op_b):                                                             
                    (alu_sel == 5'b00110) ? (op_a >> op_b):                                                             
                    (alu_sel == 5'b00111) ? (op_a >>> op_b):                                                            
                    (alu_sel == 5'b01000) && (op_a < op_b) ?  32'h00000001:                                             
                    (alu_sel == 5'b01010) && ($signed(op_a) < $signed(op_b)) ?  32'h00000001:                           
                    (alu_sel == 5'b01110) ? (pc + imm):                                                                 
                    (alu_sel == 5'b01111) ? ((op_a + imm) & 32'hfffffffe) :                                             
                    (alu_sel == 5'b10000) ?  imm:                                                                       
                    32'h00000000;
assign pc_sel = (branch == 1'b1) && (alu_sel == 5'b01100) && (op_a == op_b)                   ? 1'b1:  
                (branch == 1'b1) && (alu_sel == 5'b01101) && (op_a != op_b)                   ? 1'b1:  
                (branch == 1'b1) && (alu_sel == 5'b01000) && (op_a < op_b)                    ? 1'b1:  
                (branch == 1'b1) && (alu_sel == 5'b01001) && (op_a >= op_b)                   ? 1'b1:  
                (branch == 1'b1) && (alu_sel == 5'b01010) && ($signed(op_a) < $signed(op_b))  ? 1'b1:  
                (branch == 1'b1) && (alu_sel == 5'b01011) && ($signed(op_a) >= $signed(op_b)) ? 1'b1:  
                (alu_sel == 5'b01110) ?  1'b1:                                                         
                (alu_sel == 5'b01111) ?  1'b1:                                                         
                1'b0;
endmodule
</file>
<file path="flow/run.sh">
#!/bin/bash
# OpenROAD 26Q1-2900-gdf79404cd8, Yosys 0.63+post, stock flow scripts
make -C /OpenROAD-flow-scripts/flow DESIGN_CONFIG=/design/flow/config.mk WORK_HOME=/design/flow/orfs finish
</file>
<file path="flow/config.mk">
export PLATFORM = sky130hd
export DESIGN_NAME = alu
export DESIGN_NICKNAME = alu
export VERILOG_FILES = /design/flow/design.v
export SDC_FILE = /design/flow/constraint.sdc
export NUM_CORES = 4
export LEC_CHECK = 1
export CORE_UTILIZATION = 50
</file>
<file path="flow/constraint.sdc">
current_design alu

set clk_period 27.6
set clk_io_pct 0.2

create_clock -name clk0 -period $clk_period

set non_clock_inputs [all_inputs -no_clocks]
set_input_delay [expr $clk_period * $clk_io_pct] -clock clk0 $non_clock_inputs
set_output_delay [expr $clk_period * $clk_io_pct] -clock clk0 [all_outputs]
</file>
==> results_tabular.tex <==
% Implementation results table
\begin{tabular}{lr}
\hline
Metric & Value \\
\hline
\multicolumn{2}{l}{\textbf{Yosys}} \\
\quad Main area contributors after synthesis & sky130\_fd\_sc\_hd\_\_mux2i\_1, sky130\_fd\_sc\_hd\_\_ha\_1, sky130\_fd\_sc\_hd\_\_a21oi\_1, sky130\_fd\_sc\_hd\_\_nor2\_1, sky130\_fd\_sc\_hd\_\_o21ai\_0 \\
\quad Sequential cell area fraction in the yosys report & 0\% \\
\quad Average instance area after synthesis & between 6 and 7 µm² \\
\quad Biggest area consumer among synthesized cells & sky130\_fd\_sc\_hd\_\_mux2i\_1 \\
\quad Yosys cell count & 2,015 \\
\quad Number of cells produced by synthesis & 2,015 \\
\quad Library cells used by synthesis & between 90 and 100 \\
\quad Post-synthesis instance area & around 14,000 µm² \\
\quad Yosys-reported design area after synthesis & $\sim$14,000 µm² \\
\quad Synthesis Warnings & 2 \\
\quad Area share of the largest cell type after synthesis & between 10\% and 20\% \\
\multicolumn{2}{l}{\textbf{STA}} \\
\quad Count of endpoints failing setup in the final report & 0 \\
\quad Transition time at the pin with the least slew margin & around 0.94 ns \\
\quad Final sum of negative setup slack & 0 ns \\
\quad Worst slew margin & between 30\% and 40\% \\
\quad Highest Clock Rate & around 0.06 GHz \\
\quad Clock period minus worst slack & 16.95 ns \\
\quad RSZ-0062 raised after global routing & false \\
\quad Final hold viol count & 0 \\
\quad Post-route fraction of the period consumed by the critical path & between 60 and 70\% \\
\quad Max Transition Viols Final & 0 \\
\multicolumn{2}{l}{\textbf{Finish}} \\
\quad Area Growth Syn to Fin & 14.4\% \\
\quad Area of the multi-input gates & 12,600 µm² \\
\quad Layout cell share with drive strength beyond 1 & just under 5\% \\
\quad Register area & 0 µm² \\
\quad Post-Layout Inst Area & $\sim$16,000 µm² \\
\quad Count of flip-flops and latches & 0 \\
\quad Clkbuf count & 0 \\
\quad Commonest non-fill, non-tap cell in the layout & sky130\_fd\_sc\_hd\_\_mux2i\_1 \\
\quad FILL cells & approximately 2,500 \\
\quad Fraction of the core area covered by cells at the end of the flow & around 59\% \\
\quad Most common logic cells in the final layout & sky130\_fd\_sc\_hd\_\_mux2i\_1, sky130\_fd\_sc\_hd\_\_nor2\_1, sky130\_fd\_sc\_hd\_\_a21oi\_1, sky130\_fd\_sc\_hd\_\_clkdlybuf4s50\_1, sky130\_fd\_sc\_hd\_\_ha\_1 \\
\multicolumn{2}{l}{\textbf{Power}} \\
\quad Maximum VDD drop & between 0.02 and 0.025 mV \\
\quad Static leakage & between 6 and 7 nW \\
\quad Sequential share of power & 0\% \\
\quad Share of power burned in the clock network & 0\% \\
\quad Power density over the cells & 27.9 nW/µm² \\
\quad Switching Power & 0.272 mW \\
\quad Internal power of the cells & roughly 0.16 mW \\
\quad Combinational fraction of design power & around 100\% \\
\quad Proportion of total power due to net switching & about 63\% \\
\multicolumn{2}{l}{\textbf{Drt}} \\
\quad Drt drc & 0 \\
\quad Via count & approximately 17,000 \\
\quad Post-route ant nets & 0 \\
\quad Vias per cell & between 7 and 8 \\
\quad Total Routed Length & between 60,000 and 70,000 µm \\
\quad TritonRoute pass-1 iters & 19 \\
\quad Number of diodes & 0 \\
\quad First DRT Iteration DRCs & 2,595 \\
\quad WL/cell & between 20 and 30 µm \\
\multicolumn{2}{l}{\textbf{Flow run}} \\
\quad Tool warnings & a little under 100 \\
\quad Max capacitance violation total & 0 \\
\multicolumn{2}{l}{\textbf{Floorplan}} \\
\quad Vert. Die Dim & between 150 and 200 µm \\
\quad Number of placed I/O pins & approximately 170 \\
\quad Die footprint & about 28,000 µm² \\
\quad FP Util & a little over 50\% \\
\quad Number of rows in the core area & approximately 59 \\
\quad Placeable core region & 26,400 µm² \\
\quad Width of the die & 167 µm \\
\multicolumn{2}{l}{\textbf{GRT}} \\
\quad Initial antenna violation count & 0 \\
\quad Via count of the first global-routing pass & $\sim$16,000 \\
\quad Wire length of the first global-routing pass & about 100,000 µm \\
\quad Global Route Usage Sum & between 40\% and 50\% \\
\quad Overflow left after global routing & 0 \\
\quad Maximum number of pins on one net before global-route repair & 59 \\
\multicolumn{2}{l}{\textbf{Worst setup path}} \\
\quad WS Path Type & in -> out \\
\quad Endpoint type of the worst setup path & output pin \\
\quad Critical Path AT & between 10 and 15 ns \\
\quad Crit-path max FO & around 44 \\
\quad Worst EP required & around 22 ns \\
\quad Kind of start point of the critical path & input pin \\
\multicolumn{2}{l}{\textbf{Hold path}} \\
\quad Worst hold path class & in -> out \\
\quad Min-delay src & alu\_sel[0] \\
\quad Number of stages on the worst hold path & 4 \\
\quad Worst Hold Path EP & alu\_result[29] \\
\multicolumn{2}{l}{\textbf{CTS}} \\
\quad Number of hold buffers added after CTS & 0 \\
\quad \# resized after CTS & 0 \\
\quad Postcts setup bufs & 0 \\
\multicolumn{2}{l}{\textbf{Place}} \\
\quad HPWL after detailed placement & between 50,000 and 60,000 µm \\
\quad Post-Place Cell Area & $\sim$16,000 µm² \\
\quad RD Place Congestion & $\sim$1.2 \\
\quad Port Buffer Count & approximately 170 \\
\multicolumn{2}{l}{\textbf{Status}} \\
\quad Run status & completed \\
\hline
\end{tabular}
==> per-layer routing <==
layer  track usage, %  routed length (µm)  vias to the layer above
met3             23.8               11900                      207
met1             65.9               27400                     8016
met5             1.39                  31                        -
met2             66.3               26500                     1433
li1                 -                   -                     7751
met4             16.4                3030                        2
==> cell type report <==
class	instances	share of cell area, %
Inverter	113	2.75
Multi-Input combinational cell	1774	81.6
Tap cell	335	2.70
Timing Repair Buffer	213	13.0
==> power groups by stage <==
| stage | clock network, mW | logic (mW) | registers, mW |
|---|---|---|---|
| 4_1_cts | 0 | 0.410 | 0 |
| 5_1_grt | 0 | 0.456 | 0 |
| 6_report | 0 | 0.433 | 0 |
==> worst max path at each step <==
stage / from / end / depth (start not counted)
after CTS: imm[0] / alu_result[24] / 19
after global routing: imm[0] / alu_result[24] / 19
final: imm[0] / alu_result[10] / 19
==> cell usage after synthesis, drive strengths merged, types with 13 or more instances <==
cell type,n
a211oi,30
and2,14
a221oi,14
nand3,54
xor2,23
o21ai,143
xnor2,61
o22ai,27
a311oi,13
nor4,15
nor2b,15
a21o,55
buf,40
or3,19
mux2,15
nor2,189
nor3,53
nand2b,13
o21bai,18
inv,112
a21oi,184
mux2i,203
and3,18
a31oi,36
o211ai,33
ha,157
nand4,22
nand2,149
clkbuf,88
==> through the flow <==
stage,instances,worst slack [ns],hold WS [ns],total power [mW]
5_1_grt,2435,10.50,12.05,0.456
3_3_place_gp,2435,10.85,12.04,0.405
3_5_place_dp,2435,10.85,12.02,0.408
2_1_floorplan,2015,12.52,11.18,0.265
6_report,2435,10.65,12.05,0.433
4_1_cts,2435,10.85,12.03,0.410
==> worst max-delay path, stage by stage <==
cell	delay, ns
sky130_fd_sc_hd__clkdlybuf4s50_1	0.65
sky130_fd_sc_hd__mux2i_4	0.10
sky130_fd_sc_hd__buf_4	0.29
sky130_fd_sc_hd__inv_4	0.34
sky130_fd_sc_hd__buf_4	0.38
sky130_fd_sc_hd__ha_1	0.31
sky130_fd_sc_hd__fa_1	0.22
sky130_fd_sc_hd__nor2_1	0.06
sky130_fd_sc_hd__o21ai_1	0.22
sky130_fd_sc_hd__a21oi_2	0.09
sky130_fd_sc_hd__or4_4	0.58
sky130_fd_sc_hd__a21bo_4	0.27
sky130_fd_sc_hd__a31oi_1	0.13
sky130_fd_sc_hd__o211ai_1	0.15
sky130_fd_sc_hd__nand3_2	0.11
sky130_fd_sc_hd__buf_4	0.46
sky130_fd_sc_hd__clkinv_1	0.57
sky130_fd_sc_hd__mux2i_1	0.39
sky130_fd_sc_hd__clkdlybuf4s50_1	0.51
==> cell families after synthesis <==
family | Yosys count | synth area share [%]
xor gates and xnor gates | 84 | 5.43
and+or+nand+nor | 603 | 21.2
adders and majority gates | 161 | 15.1
muxes | 220 | 16.7
AOI/OAI and AO/OA | 706 | 34.5
buffers and inverters | 241 | 7.10
Power figures rest on the tool's default switching activity, not on a simulated workload.
